<file path="./design.v">
module id(
	input wire [32 - 1:0]   	FD_instr_i,
	output wire							D_sel_reg_o,
	output wire [4:0]                	D_rs1_o,
	output wire [4:0]                	D_rs2_o,
	output wire                       	D_need_dstE_o,
	output wire [4:0]                 	D_dstE_o,
	output wire [12 - 1:0]     	D_epcode_o,
	output wire [6 - 1:0] 	D_branch_op_o,
	output wire [4 - 1:0]  	D_store_op_o,
	output wire [7 - 1:0]	  	D_load_op_o,
	output wire [32 - 1:0]         	D_imme_o,
	output wire [18 - 1:0]    	D_ALU_op_o,
	output wire 						D_need_CSR_o,
	output wire [12 - 1:0] D_csr_addr_o,
	output wire [12 - 1:0] D_csr_read_addr_o,
	output wire 						D_csr_ecall_o,
	output wire							D_csr_mret_o,
	output wire [8 - 1:0]	  	D_csr_op_o
);
	wire [6:0] opcode = FD_instr_i[6:0];
	wire [4:0] rd = FD_instr_i[11:7];
	wire [2:0] fun3 = FD_instr_i[14:12];
	wire [4:0] rs1 = FD_instr_i[19:15];
	wire [4:0] rs2 = FD_instr_i[24:20];
	wire [6:0] fun7 = FD_instr_i[31:25];
	assign D_rs1_o = rs1;
	assign D_rs2_o = rs2;
	assign D_dstE_o = rd;
	wire op_branch = (opcode == 7'b1100011);
	wire op_jal = (opcode == 7'b1101111);
	wire op_jalr = (opcode == 7'b1100111);
	wire op_store = (opcode == 7'b0100011);
	wire op_load = (opcode == 7'b0000011);
	wire op_alur = (opcode == 7'b0110011);
	wire op_alurw = (opcode == 7'b0111011);
	wire op_alui = (opcode == 7'b0010011);
	wire op_aluiw = (opcode == 7'b0011011);
	wire op_lui = (opcode == 7'b0110111);
	wire op_auipc = (opcode == 7'b0010111);
	wire op_system = (opcode == 7'b1110011);
	assign D_epcode_o = {
						op_system,
						op_auipc,  
						op_lui,	 
						op_aluiw,
						op_alui,
						op_alurw,
						op_alur,
						op_load,
						op_store,
						op_jalr,
						op_jal,
						op_branch
					};
	wire rv_addi = (op_alui) & (fun3 == 3'b000);
	wire rv_slti = (op_alui) & (fun3 == 3'b010);
	wire rv_sltiu = (op_alui) & (fun3 == 3'b011);
	wire rv_xori = (op_alui) & (fun3 == 3'b100);
	wire rv_ori = (op_alui) & (fun3 == 3'b110);
	wire rv_andi = (op_alui) & (fun3 == 3'b111) ;
	wire rv_slli = (op_alui) & (fun3 == 3'b001) & (fun7 == 7'b0000000);
	wire rv_srli = (op_alui) & (fun3 == 3'b101) & (fun7 == 7'b0000000);
	wire rv_srai = (op_alui) & (fun3 == 3'b101) & (fun7 == 7'b0100000);
	wire rv_addiw = (op_aluiw) & (fun3 == 3'b000) & (fun7 == 7'b0000000);
	wire rv_slliw = (op_aluiw) & (fun3 == 3'b001) & (fun7 == 7'b0000000);
	wire rv_srliw = (op_aluiw) & (fun3 == 3'b101) & (fun7 == 7'b0000000);
	wire rv_sraiw = (op_aluiw) & (fun3 == 3'b101) & (fun7 == 7'b0100000);
	wire rv_add = (op_alur) & (fun3 == 3'b000) & (fun7 == 7'b0000000);
	wire rv_sub = (op_alur) & (fun3 == 3'b000) & (fun7 == 7'b0100000);
	wire rv_slt = (op_alur) & (fun3 == 3'b010) & (fun7 == 7'b0000000);
	wire rv_sltu = (op_alur) & (fun3 == 3'b011) & (fun7 == 7'b0000000);
	wire rv_xor = (op_alur) & (fun3 == 3'b100) & (fun7 == 7'b0000000);
	wire rv_sll = (op_alur) & (fun3 == 3'b001) & (fun7 == 7'b0000000);
	wire rv_srl = (op_alur) & (fun3 == 3'b101) & (fun7 == 7'b0000000);
	wire rv_sra = (op_alur) & (fun3 == 3'b101) & (fun7 == 7'b0100000);
	wire rv_or = (op_alur) & (fun3 == 3'b110) & (fun7 == 7'b0000000);
	wire rv_and = (op_alur) & (fun3 == 3'b111) & (fun7 == 7'b0000000);
	wire rv_addw = (op_alurw) & (fun3 == 3'b000) & (fun7 == 7'b0000000);
	wire rv_subw = (op_alurw) & (fun3 == 3'b000) & (fun7 == 7'b0100000);
	wire rv_sllw = (op_alur) & (fun3 == 3'b001) & (fun7 == 7'b0000000);
	wire rv_srlw = (op_alur) & (fun3 == 3'b101) & (fun7 == 7'b0000000);
	wire rv_sraw = (op_alur) & (fun3 == 3'b101) & (fun7 == 7'b0100000);
	wire rv_mul = (op_alur) & (fun3 == 3'b000) & (fun7 == 7'b0000001);
	wire rv_mulh = (op_alur) & (fun3 == 3'b001) & (fun7 == 7'b0000001);
	wire rv_mulhsu = (op_alur) & (fun3 == 3'b010) & (fun7 == 7'b0000001);
	wire rv_mulhu = (op_alur) & (fun3 == 3'b011) & (fun7 == 7'b0000001);
	wire rv_div = (op_alur) & (fun3 == 3'b100) & (fun7 == 7'b0000001);
	wire rv_divu = (op_alur) & (fun3 == 3'b101) & (fun7 == 7'b0000001);
	wire rv_rem = (op_alur) & (fun3 == 3'b110) & (fun7 == 7'b0000001);
	wire rv_remu = (op_alur) & (fun3 == 3'b111) & (fun7 == 7'b0000001);
	wire ALU_add = rv_addi | rv_add | rv_addw | rv_addiw;
	wire ALU_sub = rv_sub | rv_subw;
	wire ALU_slt = rv_slt | rv_slti;
	wire ALU_sltu = rv_sltu | rv_sltiu;
	wire ALU_xor = rv_xor | rv_xori;
	wire ALU_or = rv_or | rv_ori;
	wire ALU_and = rv_and | rv_andi;
	wire ALU_sll = rv_sll | rv_slli | rv_slliw | rv_sllw;
	wire ALU_sra = rv_sra | rv_srai | rv_sraiw | rv_sraw;
	wire ALU_srl = rv_srl | rv_srli | rv_srliw | rv_srlw;
	wire ALU_mul = rv_mul;
	wire ALU_mulh = rv_mulh;
	wire ALU_mulhu = rv_mulhu;
	wire ALU_mulhsu = rv_mulhsu;
	wire ALU_div = rv_div;
	wire ALU_divu = rv_divu;
	wire ALU_rem = rv_rem;
	wire ALU_remu = rv_remu;
	assign D_ALU_op_o = {
						ALU_remu,
						ALU_rem,
						ALU_divu,
						ALU_div,
						ALU_mulhsu,
						ALU_mulhu,
						ALU_mulh,
						ALU_mul,
						ALU_and,
						ALU_or,
						ALU_sra,
						ALU_srl,
						ALU_xor,
						ALU_sltu,
						ALU_slt,
						ALU_sll,
						ALU_sub,
						ALU_add
				};
	wire ne = (op_branch) & (fun3 == 3'b001);
	wire eq = (op_branch) & (fun3 == 3'b000);
	wire lt = (op_branch) & (fun3 == 3'b100);
	wire ge = (op_branch) & (fun3 == 3'b101);
	wire ltu = (op_branch) & (fun3 == 3'b110);
	wire geu = (op_branch) & (fun3 == 3'b111);
	assign D_branch_op_o = {
						geu,
						ltu,
						ge,
						lt,
						ne,
						eq
	};
	wire [32 - 1 : 0] I_imme = {{21{FD_instr_i[31]}}, FD_instr_i[30:20]};
	wire [32 - 1 : 0] S_imme = {{21{FD_instr_i[31]}}, FD_instr_i[30:25], FD_instr_i[11:8], FD_instr_i[7]};
	wire [32 - 1 : 0] B_imme = {{20{FD_instr_i[31]}}, FD_instr_i[7], FD_instr_i[30:25], FD_instr_i[11:8], 1'b0};
	wire [32 - 1 : 0] U_imme = {FD_instr_i[31:12], 12'b0};
	wire [32 - 1 : 0] J_imme = {{12{FD_instr_i[31]}}, FD_instr_i[19:12], FD_instr_i[20], FD_instr_i[30:21], 1'b0};
	wire [32 - 1 : 0] csr_imme = {{27{1'b0}}, FD_instr_i[19:15]};
	wire I_type = op_load | op_aluiw | op_alui | op_jalr;
	wire S_type = op_store;
	wire J_type = op_jal;
	wire U_type = op_auipc | op_lui;
	wire B_type = op_branch;
	wire csr_type = op_system;
	assign D_imme_o = 	({32{I_type}} & I_imme) |
						({32{S_type}} & S_imme) |
						({32{B_type}} & B_imme) |
						({32{U_type}} & U_imme) |
						({32{csr_type}} & csr_imme) |
						({32{J_type}} & J_imme);
	wire sb = op_store & (fun3 == 3'b000);
	wire sh = op_store & (fun3 == 3'b001);
	wire sw = op_store & (fun3 == 3'b010);
	wire sd = op_store & (fun3 == 3'b011);
	assign D_store_op_o = 	{
								sd,
								sw,
								sh,
								sb
						};
	wire lb = op_load & (fun3 == 3'b000);
	wire lh = op_load & (fun3 == 3'b001);
	wire lw = op_load & (fun3 == 3'b010);
	wire ld = op_load & (fun3 == 3'b011);
	wire lbu = op_load & (fun3 == 3'b100);
	wire lhu = op_load & (fun3 == 3'b101);
	wire lwu = op_load & (fun3 == 3'b110);
	assign D_load_op_o = {
							lwu,
							lhu,
							lbu,
							ld,
							lw,
							lh,
							lb
						};
	assign D_sel_reg_o = ~op_load;
	wire rw = (op_system) & (fun3 == 3'b001);
	wire rs = (op_system) & (fun3 == 3'b010);
	wire rc = (op_system) & (fun3 == 3'b011);
	wire wi = (op_system) & (fun3 == 3'b101);
	wire si = (op_system) & (fun3 == 3'b110);
	wire ci = (op_system) & (fun3 == 3'b111);
	wire rv32_ecall = (FD_instr_i == 32'h00000073);
	wire rv32_mret  = (FD_instr_i == 32'h30200073);
	assign D_csr_op_o = {
							rv32_mret,
							rv32_ecall,
							ci,
							si,
							wi,
							rc,
							rs,
							rw
	};
	assign D_csr_read_addr_o = rv32_ecall ? 12'h305 : 
							rv32_mret ? 12'h341:
							FD_instr_i[31:20];
	assign D_csr_addr_o = 	rv32_ecall ? 12'h341 : 
							FD_instr_i[31:20];
	assign D_csr_ecall_o = rv32_ecall;
	assign D_csr_mret_o	 = rv32_mret;
	assign D_need_CSR_o = |D_csr_op_o;
	assign D_need_dstE_o = (op_jal) | (op_jalr) | (op_load) | (op_alur) | (op_alurw) | (op_alui) | (op_aluiw) | (op_lui) | (op_auipc) | (rw) | (rs) | (rc) | (wi) | (si) | (ci);
endmodule
</file>
<file path="./config.mk">
export PLATFORM = sky130hd
export DESIGN_NAME = id
export DESIGN_NICKNAME = id
export VERILOG_FILES = /design/flow/design.v
export SDC_FILE = /design/flow/constraint.sdc
export NUM_CORES = 4
export LEC_CHECK = 1
export CORE_AREA = 10 10 87 87
export DIE_AREA = 0 0 97 97
</file>
<file path="./run.sh">
#!/bin/bash
# OpenROAD 26Q1-2900-gdf79404cd8, Yosys 0.63+post, stock flow scripts
make -C /OpenROAD-flow-scripts/flow DESIGN_CONFIG=/design/flow/config.mk WORK_HOME=/design/flow/orfs finish
</file>
<file path="./constraint.sdc">
current_design id

set clk_period 3.3
set clk_io_pct 0.2

create_clock -name clk0 -period $clk_period

set non_clock_inputs [all_inputs -no_clocks]
set_input_delay [expr $clk_period * $clk_io_pct] -clock clk0 $non_clock_inputs
set_output_delay [expr $clk_period * $clk_io_pct] -clock clk0 [all_outputs]
</file>
==> results.txt <==
impl run done, here's what came out: outcome=completed, post-placement worst setup slack=-217.5 ps, floorplan core area=5642 sq um, ordered cell list for the critical path=clkdlybuf4s50_1 > nor3_2 > buf_4 > buf_4 > nand4_1 > a2111oi_4 > or2_1 > clkdlybuf4s50_1, switching pwr=0.09561 mW, layout sequential cell count=0, number of max-cap violations=0, final number of max-transition violations=0, number of global-route vias before repair=2,338, Data arrival, critical path=between 2000 and 3000 ps, total inserted antenna cells=0, LEAKAGE=1.640 nW, mean instance size in the synthesized netlist=6.058 sq um, relative contribution of sequential cells to total power=0%, Iter 0 DRT Violations=85, peak ir drop on the vdd network=0.04908 mV, Chip Height=97 microns, post-DP HPWL=around 7.3 mm, final weighted congestion of routability-driven global placement=0.9077, worst hold path depth=4, final critical delay including setup and external delays=3201 ps, total DRC errors in the routed layout=0, Initial Util=a little under a third, fraction of the core area covered by cells at the end of the flow=63.92%, area growth from synthesis to layout=105.3%, Tool Warnings=32, final count of hold timing violations=0, post-route cell area=3606 sq um, setup violation total in the final timing report=0, number of antenna-violating nets in the routed design=0, worst slew pin tran=a little over 300 ps, count of yosys warnings during synthesis=0, number of clock buffers in the layout=0, number of I/O pins=163, fraction of final layout cells sized beyond drive strength 1=between 20% and 30%, hold slack final=1841 ps, number of standard cells reported by yosys=290, count of unique library cells instantiated by Yosys=44, wirelength, routed=8.594 mm, proportion of power drawn by combinational gates=100.0%, via count=2,365, power per standard cell area=between 60 and 70 nW/um^2, post-route worst setup slack=99.30 ps, Worst Hold Class=in -> out, P_int=0.1503 mW, GRT Overall Usage=16.54%, part of the total power dissipated in the clock network=0%, tightest slew margin relative to the limit=79.13%, crit path buf inv count=4, post-cts hold buffer count=0, Avg Vias per Cell=4.637, critical path class=in -> out, critical-path cell with the highest stage delay=sky130_fd_sc_hd__clkdlybuf4s50_1, chip width=97 microns, fraction of the cycle the final worst path needs=96.99%, critical-path maximum fanout=3, total overflow reported by the global router=0, total cell area reported by yosys after synthesis=1757 sq um, number of logic stages on the critical path including buffering=8, Wirelength per Cell=16.85 microns, initial antenna violation count=0, register area share after synthesis=0%, Crit path required time=roughly 2600 ps, length of the first detailed-routing pass in iterations=4, Sum Neg Setup Slack=0 ps, biggest cell delay along the critical path=490 ps, placed inst area=~3400 sq um, quantity of I/O buffers inserted on ports=~160, maximum number of pins on one net before global-route repair=16, count of fill cells added during filler insertion=~530, startpoint class of the critical path=primary input, register area=0 sq um, combined area of all synthesized cells=1757 sq um, Net Sw Frac=about two fifths, die area=9409 sq um, Core Rows=27, first-pass GRT wire length=13.05 mm, family of cells with the greatest summed delay on the critical path=buffers and inverters, highest clock frequency the design can meet=312.4 MHz, type of destination of the critical path=primary output, synthesized instance count=290
[cell families after synthesis]
kind of cell           share of synthesized area (%)
buffers and inverters                          38.25
AOI/OAI and AO/OA                              17.17
and+or+nand+nor                                44.59
[power groups by stage]
stage	registers [mW]	logic [mW]	clock network [mW]
CTS	0	0.248	0
finish	0	0.246	0
global route	0	0.266	0
[cell usage in the layout (no fill, tap or decap), drive strengths merged, types with 2 or more instances in the layout]
cell           instances
a21o                  12
a21oi                  4
a22o                   4
a31oi                  2
and2                   2
buf                   83
clkdlybuf4s15          5
clkdlybuf4s50        133
dlygate4sd2           13
dlymetal6s2s          12
inv                    8
nand2                 23
nand2b                 4
nand3                  4
nand3b                 5
nand4                  6
nand4b                 3
nor2                  53
nor2b                  7
nor3                   6
nor4                   6
o21ai                 13
or2                   11
or3                    4
or3b                   3
[Yosys cell counts, drive strengths merged (5+ instances only)]
master / count / share of area [%]
nor4: 6 / 4.9
clkbuf: 24 / 5.1
buf: 74 / 31
nand4: 6 / 2.5
nand3b: 5 / 2.1
nor2: 53 / 11
a21o: 12 / 5.1
o21ai: 13 / 3.7
or2: 11 / 4.1
inv: 8 / 1.7
nor3: 6 / 1.7
nand2: 23 / 4.9
nor2b: 7 / 2.5
[routing by layer]
metal | up-vias | GRT usage, % | part of all wire (%) | wire length [microns]
li1 | 1188 | - | - | -
met1 | 1059 | 18.18 | 41 | 3487
met2 | 114 | 28.53 | 46 | 3935
met3 | 4 | 8.811 | 13 | 1112
met4 | 0 | 1.240 | 0.69 | 59
met5 | - | 0 | 0 | 0
[metrics by stage]
step	total power, mW	cells
after floorplan	0.06775	290
after global placement	0.2440	501
after detailed placement	0.2440	501
after CTS	0.2479	508
after global routing	0.2662	510
final	0.2459	510
[worst paths after layout]
| kind | end | slack, ps | startpoint |
|---|---|---|---|
| setup / recovery | D_csr_read_addr_o[0] | 100 | FD_instr_i[26] |
| hold / removal | D_csr_read_addr_o[2] | 1840 | FD_instr_i[22] |
[area by class of cell]
type	instances	area, sq um	area share [%]
timing repair buffer	246	2307	63.98
multi-input combinational	184	1179	32.69
tap	72	90.09	2.498
inverter	8	30.03	0.8328
[timing repair]
| item | 4_1_cts | 5_1_grt |
|---|---|---|
| buffers inserted | 6 | 2 |
| pin swaps | 14 | 11 |
| gates resized | 30 | 21 |
| setup endpoints to repair | 65 | 18 |
| gates cloned | 1 | 0 |
Power is estimated from default activity; no workload was simulated.
