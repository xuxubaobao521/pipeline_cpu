[flow/config.mk]
export PLATFORM = sky130hd
export DESIGN_NAME = PC_next
export DESIGN_NICKNAME = PC_next
export VERILOG_FILES = /design/flow/design.v
export SDC_FILE = /design/flow/constraint.sdc
export NUM_CORES = 4
export LEC_CHECK = 1
export CORE_UTILIZATION = 30
[flow/design.v]
module PC_next(
	input wire							rst,
	input wire							clk_i,
	input wire[32 - 1 : 0] 		F_PC_i,	
	input wire[32 - 1:0] 		mini_jal_jmp_i,
	input wire[32 - 1:0] 		mini_branch_jmp_i,
	input wire							F_train_predict_i,
	input wire							mini_op_branch_i,
	input wire 							mini_op_jal_i,
	output wire[32 - 1 : 0] 		nPC_o,
	output wire 						F_success_hit_o
);
	assign nPC_o = 	mini_op_branch_i & F_train_predict_i ? mini_branch_jmp_i :
			mini_op_jal_i ? mini_jal_jmp_i : F_PC_i + 4;
	wire hit;
	wire [32 - 1:0] addr;
	target_buff target_buff(
		.rst				(rst													),
    	.clk_i				(clk_i													),
    	.jmp_vaild			((mini_op_branch_i & F_train_predict_i) |mini_op_jal_i	),
    	.index				(F_PC_i[4:2]											),
    	.tag				(F_PC_i													),
    	.nex_PC				(nPC_o													),
    	.hit				(hit													),
    	.addr				(addr													)
	);
	assign F_success_hit_o = hit & (addr == nPC_o);
endmodule
module target_buff(
    input wire                      rst,
    input wire                      clk_i,
    input wire                      jmp_vaild,
    input wire [2:0]                index,
    input wire [32 - 1:0]   	tag,
    input wire [32 - 1:0]    nex_PC,
    output wire                     hit,
    output wire [32 - 1:0]  addr
);
    reg                    vaild   [8 - 1:0];
    reg [32 - 1:0] BTA     [8 - 1:0];
    reg [32 - 1:0]  BIA     [8 - 1:0];
    assign hit = jmp_vaild & vaild[index] & BIA[index] == tag;
    assign addr = hit ? BTA[index] : 32'b0;
    always @(posedge clk_i) begin
        if(rst) begin
            for(int i = 0; i < 8; i ++)
                vaild[i] = 1'b0;
            end
        else if(~hit & jmp_vaild) begin
            vaild[index] <= 1;
            BIA[index] <= tag;
            BTA[index] <= nex_PC;
        end
    end
endmodule
[flow/constraint.sdc]
current_design PC_next

set clk_period 12.3
set clk_io_pct 0.2

create_clock -name clk0 -period $clk_period [get_ports {clk_i}]

set non_clock_inputs [all_inputs -no_clocks]
set_input_delay [expr $clk_period * $clk_io_pct] -clock clk0 $non_clock_inputs
set_output_delay [expr $clk_period * $clk_io_pct] -clock clk0 [all_outputs]
[flow/run.sh]
#!/bin/bash
# OpenROAD 26Q1-2900-gdf79404cd8, Yosys 0.63+post, stock flow scripts
make -C /OpenROAD-flow-scripts/flow DESIGN_CONFIG=/design/flow/config.mk WORK_HOME=/design/flow/orfs finish
==> deck_impl_summary.md <==
Run Summary

Run status
  • Outcome: finished clean

Setup path
  • Worst Path Max Fanout: 15
  • CP max stage delay: 0.83 ns
  • Worst R2R End: target_buff.BTA[0][22]
  • Critical path's slowest cell: or4_1
  • Cell Chain, Critical Path: clkdlybuf4s50_1 -> nand3_1 -> or4_1 -> o31a_1 -> nor3_1 -> o21ai_1 -> xnor2_1 -> a2111oi_0 -> o2111a_1 -> o211ai_1 -> nor4_2 -> clkdlybuf4s50_1
  • CP Capture Type: output port
  • R2R depth: 12
  • Worst Path Required: 9.84 ns
  • Crit path DAT: 7.84 ns
  • Reg2reg setup slack: 7.51 ns
  • Worst Setup Start Kind: input port
  • Crit path buf inv count: 2
  • Most frequent cell on the critical path: clkdlybuf4s50_1
  • CP Class: input port to output port
  • Reg-to-Reg Start: target_buff.BIA[3][27]
  • Worst path top cell family by delay: simple AND/OR/NAND/NOR gates
  • WP depth: 12

Power and ir drop
  • Net Sw Power: 877.2 uW
  • Max VDD drop: 0.09362 mV
  • Int Pwr: 3.054 mW
  • Lkg Pwr: 8.647 nW
  • P per Cell Area: 147.6 nW/um^2
  • Sequential Power Share: 51.3%
  • Pwr Total: 3.931 mW
  • Clock power share: 39.0%
  • Comb power frac: 9.7%
  • Switching Fraction: 22.32%

Clocking
  • Clk slew on worst S/H paths: 0.06 ns
  • Worst-Skew Late Latency: 0.60 ns
  • CTS Hold Bufs: 0
  • # Post-CTS Setup Buffers: 0
  • Root buf cell: clkbuf_16
  • CTS max path bufs: 3
  • CTS H-Tree Depth: 2
  • CTS tree: built
  • Num CTS Buffers: 51
  • Clk sinks: 520
  • Post-CTS resize count: 0

Place
  • Dpl ws: 1.943 ns
  • Hpwl dp: 39.74 mm
  • Area post-placement: 25000 sq um
  • Gpl congestion: 0.9153
  • Port Buf Inserts: 133

Global route
  • Vias in the first global route: 13440
  • Tot GR Track Use: 17.27%
  • First-pass GRT wire length: 89.00 mm
  • Largest net degree at the start of global routing: 63
  • Grt ovf: 0
  • Initial antenna violation count: 4

Run
  • Max-cap violations: 0
  • Log Warnings: 25

Die
  • Die Y: 275.0 microns
  • Die width: 275.0 microns
  • Fp_density: 30.50%
  • IO Count: 134
  • Row count: 99
  • Die Size: 75650 sq um
  • Core region area: 73330 sq um

Final timing
  • Worst Skew: 0.02367 ns
  • Slew Limit Fails: 0
  • Final Hold Fails: 0
  • RSZ-0062 raised after global routing: no
  • Final setup fails: 0
  • Max Fclk: 97.12 MHz
  • Slew margin rel.: 44.77%
  • Final WS setup: 2.003 ns
  • Least-Margin Pin Slew: 0.8285 ns
  • Cycle use final: 83.72%
  • Post-route minimum period: 10.30 ns
  • Fin Setup TNS: 0 ns

Hold path
  • Worst Hold Class: flip-flop to flip-flop
  • WHS Path Cells: 2
  • Hold Path Sink: target_buff.vaild[7]
  • Hold wc startpoint: target_buff.vaild[7]

Logic synthesis
  • Cells after Synth: 1340
  • Ys flops: 520
  • Number of synthesized flops with an enable pin: 512
  • Syn. warnings: 1
  • Asr flop ratio synth: 0%
  • Dominant register cell: edfxtp_1
  • Mapped Avg Cell Area: 16.69 sq um
  • Post-Syn Area: 22370 sq um
  • Chip Area, Yosys: 22370 sq um
  • Post-synthesis cell type count: 69
  • Ys cells: 1340
  • Synth Seq Share: 69.46%

Detailed routing
  • DRC Markers: 0
  • ANT nets after route: 0
  • Vias per cell: 5.140
  • DR vias: 12950
  • Final WL: 60.82 mm
  • Routed wire length per instance: 24.14 microns
  • Detailed Route Iter0 Violations: 949
  • Drt first pass iters: 16

Cells and area
  • Ratio of cells with drive above 1 in the final layout: 17.00%
  • Area Growth Syn to Fin: 19.08%
  • Final core utilization: 36.32%
  • Most frequent cells in the layout: edfxtp_1 (512), clkdlybuf4s50_1 (129), mux2i_1 (106)
  • Final instance area: 26630 sq um
  • Top cell excl fill/tap: edfxtp_1
-- power by group through the flow --
stage	combinational, mW	sequential, mW	clock, mW
4_1_cts	0.383	2.02	1.56
5_1_grt	0.411	2.02	1.62
6_report	0.380	2.02	1.53
-- through the flow --
| step | hold slack, ns | cells |
|---|---|---|
| after floorplan | 0.4491 | 1340 |
| after global routing | 0.4922 | 2518 |
| after CTS | 0.4732 | 2518 |
| after global placement | 0.4596 | 2424 |
| after detailed placement | 0.4640 | 2424 |
| final | 0.4728 | 2519 |
-- cell families (layout without fill, tap and decap cells) --
logic type / count (synthesis) / count (layout) / synth area share, %
DFF: 520 / 520 / 69.46
and+or+nand+nor: 269 / 269 / 6.618
muxes: 219 / 219 / 14.31
AOI/OAI and AO/OA: 192 / 192 / 5.656
buffers and inverters: 98 / 317 / 2.299
xor gates and xnor gates: 41 / 41 / 1.605
adders and majority gates: 1 / 1 / 0.05593
other: 0 / 1 / 0
-- worst max path at each step --
stage / startpoint / to / slack [ns]
final: F_PC_i[5] / F_success_hit_o / 2.00
after global routing: F_PC_i[5] / F_success_hit_o / 1.68
after CTS: F_PC_i[5] / F_success_hit_o / 1.94
-- worst min-delay path, stage by stage, from the launching register on --
cell	delay (ns)
dfxtp_1	0.31
inv_1	0.05
o22ai_1	0.07
-- flip-flops by register name, indices dropped and copies added (netlist names) --
register,count
target_buff.BIA,256
target_buff.BTA,256
target_buff.vaild,8
-- synthesized netlist by cell type, drive strengths merged, types with 12 or more instances --
master	instances	area, sq um
inv	31	116.4
nand2	58	217.7
nor3	21	105.1
xor2	16	140.1
nor2	44	172.7
mux2i	106	1061
mux2	36	405.4
edfxtp	512	15370
a22oi	29	217.7
buf	44	310.3
o22ai	25	156.4
or3	12	75.07
xnor2	25	219.0
mux4	77	1734
a21oi	25	125.1
nor4	17	148.9
nand3	28	145.1
clkbuf	22	83.83
o21ai	46	230.2
nand4	23	150.1
-- cell type report --
| type | count | area [sq um] |
|---|---|---|
| tap | 959 | 1200 |
| timing repair buffer | 191 | 1762 |
| inverter | 32 | 120.1 |
| multi-input combinational | 722 | 6379 |
| antenna | 1 | 2.502 |
| clock inverter | 29 | 264.0 |
| fill | 6769 | 46700 |
| sequential | 520 | 15530 |
| clock buffer | 65 | 1371 |
-- metal layers --
layer / up-vias / GRT usage [%] / wire length, microns
met5: - / 0.8772 / 92
met4: 6 / 3.329 / 1486
met3: 88 / 10.10 / 8453
met2: 743 / 25.63 / 27620
met1: 6369 / 22.86 / 23160
li1: 5742 / - / -
No activity file was given, so power comes from the tool's default toggle rates.
